==> ./design.v <==
module if_stage  (input logic 	      clk,              
				  input logic 	      rst,              
				  input logic 	      mem_wb_valid_inst, 
			      input logic   	  ex_take_branch_out, 
				  input logic [31:0]  ex_target_PC_out,   
				  input logic [31:0]  Imem2proc_data,     
				  output logic [31:0] proc2Imem_addr,     
				  output logic [31:0] if_PC_out,          
				  output logic [31:0] if_NPC_out,         
			      output logic [31:0] if_IR_out,          
				  output logic        if_valid_inst_out   
				  );
logic [31:0] PC_reg; 				    
logic [31:0] PC_plus_4;
logic [31:0] next_PC;
logic 	PC_enable;
assign proc2Imem_addr ={PC_reg[31:2], 2'b0};
assign if_IR_out = Imem2proc_data;
assign PC_plus_4 = PC_reg + 4;
assign next_PC = (ex_take_branch_out) ? ex_target_PC_out : PC_plus_4;
assign PC_enable = if_valid_inst_out | ex_take_branch_out;
assign if_PC_out = PC_reg;
assign if_NPC_out = PC_plus_4;
always_ff @(posedge clk) begin
	if(rst)
		PC_reg <= 0;        
	else if(PC_enable)
		PC_reg <= next_PC;  
end 
always_ff @(posedge clk) begin
	if (rst)
		if_valid_inst_out <= 1; 
	else
		if_valid_inst_out <= mem_wb_valid_inst;
end
endmodule   
==> ./run.sh <==
#!/bin/bash
# OpenROAD 26Q1-2900-gdf79404cd8, Yosys 0.63+post, stock flow scripts
make -C /OpenROAD-flow-scripts/flow DESIGN_CONFIG=/design/flow/config.mk WORK_HOME=/design/flow/orfs finish
==> ./config.mk <==
export PLATFORM = sky130hd
export DESIGN_NAME = if_stage
export DESIGN_NICKNAME = if_stage
export VERILOG_FILES = /design/flow/design.v
export SDC_FILE = /design/flow/constraint.sdc
export NUM_CORES = 4
export LEC_CHECK = 1
export CORE_AREA = 10 10 118 118
export DIE_AREA = 0 0 128 128
==> ./constraint.sdc <==
current_design if_stage

set clk_period 6.6
set clk_io_pct 0.2

create_clock -name clk0 -period $clk_period [get_ports {clk}]

set non_clock_inputs [all_inputs -no_clocks]
set_input_delay [expr $clk_period * $clk_io_pct] -clock clk0 $non_clock_inputs
set_output_delay [expr $clk_period * $clk_io_pct] -clock clk0 [all_outputs]
==> run_results.csv <==
group,metric,value,unit
detailed_routing,drc,0,
synthesis,ys_area,2893,sq um
power_and_ir_drop,cellLeakagePower,0.001304,uW
run,warning_count,25,
worst_setup_path,crit_required,5.28,ns
synthesis,synth.distinct_cells,50,
sta,rsz0062_at_grt,"no",
floorplanning,fp-utilization,0.2533,
worst_setup_path,critPathSlowestCell,"nand3_1",
sta,fin_skew,0.003989,ns
synthesis,seq_area_frac_synth,0.2284,
detailed_routing,routed_wl,10050,um
global_route,grt_max_degree,35,
clock_tree,clk_path_buf_depth,2,
sta,setup-tns-final,0,ns
placement,port_buffers,130,
synthesis,async_flop_share,0,
power_and_ir_drop,p_per_area,158.9,nW/um^2
clock_tree,numCtsBuffers,5,
synthesis,flop_cell,"dfxtp_1",
detailed_routing,num_vias,2744,
power_and_ir_drop,p_clk_frac,0.372,
floorplanning,io_pins,197,
power_and_ir_drop,ir_drop,82.09,uV
layout,logic_area,1560,sq um
worst_setup_path,cp-start-kind,"flop",
global_route,grt_pass1_wl,15160,um
layout,flop_area,660.6,sq um
clock_tree,clk_latency,0.27,ns
worst_setup_path,arrival,2.74,ns
detailed_routing,drt_first_pass_iters,4,
synthesis,edf_count,0,
detailed_routing,wl_per_cell,17.82,um
worst_setup_path,crit_buf_inv,1,
layout,largest_register_ffs,32,
placement,placed_area,3757,sq um
global_route,grt_overflow,0,
synthesis,ys.warnings.count,1,
floorplanning,dieArea,16380,sq um
sta,max_slew_margin,0.4626,
placement,dpl.hpwl,7838,um
worst_setup_path,slowest_delay,0.58,ns
power_and_ir_drop,combPwrFrac,0.235,
layout,postLayoutCellArea,3900,sq um
clock_tree,htreeDepth,2,
layout,layout_top_cell,"clkdlybuf4s50_1",
outcome,status,"complete, no violations",
detailed_routing,vias_per_cell,4.865,
clock_tree,cts_resized,0,
detailed_routing,ant_nets,0,
synthesis,synth_cells,369,
power_and_ir_drop,p_int,466.7,uW
detailed_routing,diodes,0,
synthesis,synth_flops,33,
synthesis,ys_cells,369,
run,cap_viol_max_count,0,
worst_setup_path,cp_max_fo,23,
worst_setup_path,path_delay_family,"simple AND/OR/NAND/NOR gates",
layout,drive_above_1_share,0.05226,
power_and_ir_drop,p_seq_frac,0.394,
floorplanning,row_count,39,
placement,gp_congestion,0.8457,
global_route,gr-usage-all-layers,0.1152,
layout,syn_to_final_growth,34.82,%
sta,finalSetupViolCount,0,
sta,worstMarginPinSlew,0.8038,ns
layout,final_cell_mix,"clkdlybuf4s50_1, nor2_1, dfxtp_1",
clock_tree,cts-root-buf,"clkbuf_16",
clock_tree,postCtsHoldBufs,0,
worst_setup_path,crit_chain,"and3_1 -> nand3_1 -> nor3_1 -> xor2_1 -> clkdlybuf4s50_1",
layout,fillCellCount,1169,
worst_setup_path,path_class,"flop to output pin",
detailed_routing,drt_iter0_markers,168,
clock_tree,cts_tree,"done",
power_and_ir_drop,p_switching,152.9,uW
global_route,first_global_vias,2579,
sta,timing.final.crit_period,4.059,ns
synthesis,netlist_area,2893,sq um
floorplanning,core,11420,sq um
sta,drv_slew,0,
min_path,min_path_type,"flop to flop",
clock_tree,clk_pin_slew,0.05,ns
clock_tree,cts_sinks,33,
power_and_ir_drop,swShare,0.2468,
synthesis,syn_avg_cell_area,7.839,sq um
clock_tree,post_cts_buffers,0,
floorplanning,die_y,128,um
worst_setup_path,endpoint_kind,"output pin",
sta,fmax,246.4,MHz
sta,finalHoldViolCount,0,
sta,post-route-period-util,0.6149,
global_route,antenna_found_initial,0,
floorplanning,die_x,128,um
-- kinds of logic (layout without fill, tap and decap cells) --
group / Yosys count / count (layout) / synth area share
AND-OR/OR-AND: 48 / 48 / 0.1276
XOR/XNOR: 38 / 38 / 0.1150
adder cells (fa/ha/maj): 1 / 1 / 0.004325
buffers and inverters: 96 / 147 / 0.2336
flip-flops: 33 / 33 / 0.2284
multiplexers: 4 / 4 / 0.01384
other: 1 / 2 / 0.001296
AND/OR/NAND/NOR: 148 / 148 / 0.2760
-- final timing paths --
kind	start	slack, ns	to	depth (start not counted)
worst max-delay path	PC_reg[11]$_SDFFE_PP0N_	2.54	if_NPC_out[23]	5
worst min-delay path	PC_reg[0]$_SDFFE_PP0P_	0.52	PC_reg[0]$_SDFFE_PP0P_	2
worst max register to register	PC_reg[11]$_SDFFE_PP0N_	4.03	PC_reg[17]$_SDFFE_PP0N_	4
worst min register to register	PC_reg[0]$_SDFFE_PP0P_	0.52	PC_reg[0]$_SDFFE_PP0P_	2
-- routing by layer --
metal  part of all wire  global-route usage  vias up
li1                   -                   -     1351
met1               0.39              0.1393     1287
met3               0.10             0.04616        8
met4             0.0085             0.01656        0
met2               0.50              0.1927       98
met5                  0                   0        -
-- area by class of cell --
type	count	area share
timing repair buffer	135	0.3433
sequential	33	0.1694
tap	143	0.04588
clock buffer	7	0.03657
inverter	5	0.004812
multi-input combinational	241	0.4001
-- synth_stat cells (all sizes together) (5+ instances only) --
master | count | area (sq um)
buf | 72 | 531.8
nor2 | 35 | 131.4
dfxtp | 33 | 660.6
nand2 | 24 | 90.09
nand3 | 22 | 115.1
xnor2 | 22 | 192.7
clkbuf | 19 | 125.1
xor2 | 16 | 140.1
a311oi | 14 | 122.6
nand4 | 13 | 81.33
or4 | 11 | 92.59
a211oi | 10 | 75.07
o31ai | 9 | 67.56
and3 | 8 | 52.55
nor3 | 8 | 45.04
or3 | 6 | 38.79
and4 | 5 | 45.04
inv | 5 | 18.77
nor4 | 5 | 31.28
-- worst register-to-register path: stages, from the launching register on --
cell      delay [ns]
dfxtp_1         0.52
and3_1          0.28
nand3_1         0.58
or4_2           0.84
a311oi_1        0.27
-- per-stage QoR --
| stage | power (uW) | setup slack (ns) | hold WS [ns] | instances | utilization |
|---|---|---|---|---|---|
| after global placement | 395.9 | 2.853 | 0.5018 | 557 | 0.3291 |
| after detailed placement | 396.6 | 2.846 | 0.5231 | 557 | 0.3291 |
| after CTS | 631.6 | 2.535 | 0.5336 | 564 | 0.3416 |
| after global routing | 651.8 | 2.282 | 0.5646 | 564 | 0.3416 |
| final | 619.6 | 2.541 | 0.5210 | 564 | 0.3416 |
| after floorplan | 312.6 | 3.658 | 0.4617 | 370 | - |
-- power groups by stage --
stage	combinational [uW]	clock, uW	sequential [uW]
4_1_cts	149	238	244
5_1_grt	160	244	248
6_report	145	230	244
Power figures rest on the tool's default switching activity, not on a simulated workload.
